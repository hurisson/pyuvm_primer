==> flow/design.v <==
`timescale 1ns/1ps
module apb_isolator_top
#(
    parameter
    AW   = 20 ,
    DW   = 32   
)
(
    input  wire             pclk_i      ,
    input  wire             presetn_i   , 
    input  wire             qreqn_i     ,
    output wire             qacceptn_o  , 
    output wire             qdeny_o     , 
    output wire             qactive_o   , 
    input  wire [AW   -1:0] s_paddr_i   , 
    input  wire [3    -1:0] s_pprot_i   , 
    input  wire             s_psel_i    , 
    input  wire             s_penable_i , 
    input  wire             s_pwrite_i  , 
    input  wire [DW   -1:0] s_pwdata_i  , 
    input  wire [DW/8 -1:0] s_pstrb_i   , 
    output wire             s_pready_o  , 
    output wire [DW   -1:0] s_prdata_o  , 
    output wire             s_pslverr_o , 
    output wire [AW   -1:0] m_paddr_o   , 
    output wire [3    -1:0] m_pprot_o   , 
    output wire             m_psel_o    , 
    output wire             m_penable_o , 
    output wire             m_pwrite_o  , 
    output wire [DW   -1:0] m_pwdata_o  , 
    output wire [DW/8 -1:0] m_pstrb_o   , 
    input  wire             m_pready_i  , 
    input  wire [DW   -1:0] m_prdata_i  , 
    input  wire             m_pslverr_i   
);
wire presetn_l ; 
wire qreqn_l   ; 
reg  qactive_l ; 
reg  iso_l     ;
assign qacceptn_o  = iso_l ? {    {1'b0}}  : 1'b1        ;
assign qdeny_o     =                         1'b0        ;
assign qactive_o   =                         qactive_l   ;
assign m_paddr_o   = iso_l ? {AW  {1'b0}}  : s_paddr_i   ;
assign m_pprot_o   = iso_l ? {3   {1'b0}}  : s_pprot_i   ;
assign m_psel_o    = iso_l ? {    {1'b0}}  : s_psel_i    ;
assign m_penable_o = iso_l ? {    {1'b0}}  : s_penable_i ;
assign m_pwrite_o  = iso_l ? {    {1'b0}}  : s_pwrite_i  ;
assign m_pwdata_o  = iso_l ? {DW  {1'b0}}  : s_pwdata_i  ;
assign m_pstrb_o   = iso_l ? {DW/8{1'b0}}  : s_pstrb_i   ;
assign s_pready_o  = iso_l ? {    {1'b1}}  : m_pready_i  ;
assign s_prdata_o  = iso_l ? {DW  {1'b0}}  : m_prdata_i  ;
assign s_pslverr_o = iso_l ? {    {1'b1}}  : m_pslverr_i ;
always @(posedge pclk_i or negedge presetn_l)
begin
    if (~presetn_l) qactive_l <= 1'b0     ;
    else            qactive_l <= s_psel_i ;
end
always @(posedge pclk_i or negedge presetn_l)
begin
    if (~presetn_l) iso_l <= 1'b1 ;
    else
    begin
        if (qreqn_l == iso_l)
        begin
            if (~s_psel_i || (s_penable_i && s_pready_o)) iso_l <= ~iso_l ;
        end
    end
end
assign presetn_l = presetn_i;
assign qreqn_l = qreqn_i;
endmodule
==> flow/run.sh <==
#!/bin/bash
# OpenROAD 26Q1-2900-gdf79404cd8, Yosys 0.63+post, stock flow scripts
make -C /OpenROAD-flow-scripts/flow DESIGN_CONFIG=/design/flow/config.mk WORK_HOME=/design/flow/orfs finish
==> flow/config.mk <==
export PLATFORM = sky130hd
export DESIGN_NAME = apb_isolator_top
export DESIGN_NICKNAME = apb_isolator_top
export VERILOG_FILES = /design/flow/design.v
export SDC_FILE = /design/flow/constraint.sdc
export NUM_CORES = 4
export LEC_CHECK = 1
export CORE_AREA = 10 10 85 85
export DIE_AREA = 0 0 95 95
==> flow/constraint.sdc <==
current_design apb_isolator_top

set clk_period 2.8
set clk_io_pct 0.2

create_clock -name clk0 -period $clk_period [get_ports {pclk_i}]

set non_clock_inputs [all_inputs -no_clocks]
set_input_delay [expr $clk_period * $clk_io_pct] -clock clk0 $non_clock_inputs
set_output_delay [expr $clk_period * $clk_io_pct] -clock clk0 [all_outputs]
==> job_summary.md <==
## Synthesis and layout report

| Metric | Value |
|---|---|
| Tcrit/Tclk final | 84.22% |
| Gate Area | 621.8 sq um |
| Die W | 95 um |
| Max-area cell share | 78.99% |
| Root Driver | clkbuf_8 |
| Design Area, Final | 2804 sq um |
| Clock sink count | 2 |
| WP data required | 2.24 ns |
| Fmax achieved | 0.4241 GHz |
| DRC Markers | 0 |
| Diodes inserted | 0 |
| CP peak stage delay | 0.71 ns |
| Vias in the first global route | 1467 |
| Fin Setup TNS | 0 ns |
| Die Ht | 95 um |
| CTS tree | built |
| Core Util, Final | 51.23% |
| Area delta synth->final | 276.6% |
| Global-route wire length before repair | 8.349 mm |
| Yosys top cell by area | nor2b_1 |
| Clock Skew | 0 ns |
| Syn_area_per_cell | 6.530 sq um |
| Finish-stage setup viols | 0 |
| Setup slack, reg-to-reg | 1.43 ns |
| Crit path max fanout | 29 |
| Synth cell types | 11 |
| Die Size | 9025 sq um |
| Row Count | 27 |
| Crit path time final | 2.358 ns |
| Worst Setup End Kind | output pin |
| Fin. max-slew vios | 0 |
| Buf+Inv Stages, Crit Path | 2 |
| Leakage | 1.032 nW |
| CP startpoint kind | flop |
| Crit Path Category | flop to output pin |
| Max_cap viols | 0 |
| Vias post-DR | 1378 |
| Final hold vios | 0 |
| Placed inst area | 2759 sq um |
| CP Data Arrival Time | 1.80 ns |
| Share of layout cells above drive strength 1 | 3.257% |
| Clock latency (worst-skew pair) | 0.20 ns |
| Init Core Util | 13.60% |
| Longest Clk Path Bufs | 2 |
| Router iterations before antenna repair | 3 |
| Core ar. | 5473 sq um |
| Total I/O pin count | 198 |
| Number of clock buffers inserted by TritonCTS | 3 |
| Hold Path Class | input port to asynchronous set/reset pin |
| Ys cells | 114 |
| Largest net degree at the start of global routing | 30 |
| VDD IR max | 0.1922 mV |
| Drt via density | 3.636 |
| Count of tool warnings | 25 |
| PostCTS Resize Cnt | 0 |
| Port buffer count | 196 |
| Slowest stage cell, crit path | dfstp_2 |
| DR WL/cell | 15.98 um |
| RSZ-0062 raised after global routing | no |
| Critical-path cell list | buf_4 -> nor2b_1 -> clkdlybuf4s50_1 |
| Crit path max-delay family | buffers and inverters |
| Post-synth seq share | 6.891% |
| H-tree depth | 1 |
| Final Non-Filler Cells | 379 |
| Clock transition at the registers of the reported paths | 0.03 ns |
| Initial drt markers | 18 |
| Placed cells | 375 |
| Routability cong. | 0.8007 |
| GRT Util Overall | 11.98% |
| Synthesized area | 744.5 sq um |
| Status | completed |
| Flop area | 51.30 sq um |
| Power, Total | 579.5 uW |
| Instance count of the mapped netlist | 114 |
| Initial antenna violation count | 0 |
| Gr ovfl total | 0 |
| Routed Antenna Nets | 0 |
| Synth Register Bits | 2 |
| Hold_buf cts | 0 |
| Post-CTS Setup Inserts | 0 |
| Fill count | 536 |
| Ranking of synthesized cells by area | nor2b_1 (79%), buf_4 (5.0%), buf_2 (4.0%) |
| YS chip area | 744.5 sq um |
| Routed wire length | 6.058 mm |
| Dpl hpwl | 5.493 mm |
| Pwr dens | 206.7 nW/um^2 |
| YS warnings | 1 |
## synthesized netlist by cell type
cell type and count:
buf_2 6, nand2b_1 1, buf_4 5, dfstp_2 1
dfrtp_1 1, or2_2 2, inv_1 1, nand2_1 1
conb_1 1, a22oi_1 1, nor2b_1 94
## worst paths after layout
| path | start | to | depth (start not counted) |
|---|---|---|---|
| worst max register to register | iso_l | iso_l | 3 |
| worst max-delay path | iso_l | m_pwdata_o[18] | 3 |
| min in group clk0 | s_psel_i | qactive_l | 1 |
| worst min register to register | iso_l | iso_l | 3 |
| max in group asynchronous | presetn_i | iso_l | 1 |
| worst min-delay path | presetn_i | qactive_l | 1 |
## cell type report
type	instances	share of cell area, %
Multi-Input combinational cell	100	22.18
Clock buffer	4	1.606
Tap cell	72	3.213
Inverter	1	0.1339
Timing Repair Buffer	200	71.04
Sequential cell	2	1.830
## sequential cells by signal (all words and copies together) (netlist names)
register and cells:
iso_l 1, qactive_l 1
## cell families after synthesis
family	Yosys count	synth area share, %
buffers and inverters	12	9.580
DFF	2	6.891
and+or+nand+nor	98	82.02
other	1	0.5037
AOI/OAI and AO/OA	1	1.009
## through the flow
| step | hold slack [ns] | setup WS (ns) |
|---|---|---|
| after floorplan | 0.2644 | 1.371 |
| after global placement | 0.7470 | 0.5258 |
| after detailed placement | 0.7339 | 0.4981 |
| after CTS | 0.5108 | 0.4095 |
| after global routing | 0.5175 | 0.3171 |
| final | 0.5109 | 0.4419 |
## routing by layer
layer | track usage [%] | share of wire [%] | wire (um)
met3 | 7.051 | 15 | 907
met2 | 22.25 | 51 | 3112
met4 | 1.870 | 0.87 | 53
met1 | 11.25 | 33 | 1985
met5 | 0 | 0 | 0
## worst reg2reg max path: stages, from the launching register on
cell     delay, ns
dfstp_2       0.71
buf_4         0.28
nor2b_1       0.08
a22oi_1       0.21
## placed cells by master, fill, tap and decap left out
| master | netlist | final |
|---|---|---|
| a22oi_1 | 1 | 1 |
| dfrtp_1 | 1 | 1 |
| nand2b_1 | 1 | 1 |
| nand2_1 | 1 | 1 |
| buf_4 | 5 | 4 |
| clkbuf_8 | 0 | 3 |
| clkdlybuf4s50_1 | 0 | 196 |
| conb_1 | 1 | 1 |
| clkbuf_1 | 0 | 1 |
| inv_1 | 1 | 1 |
| nor2b_1 | 94 | 94 |
| dfstp_2 | 1 | 1 |
| or2_2 | 2 | 2 |
## report_power, final
part / leakage, nW / internal, mW / switching (mW)
clock network: 0.0228 / 0.0965 / 0.0223
logic: 0.987 / 0.330 / 0.0916
registers: 0.0222 / 0.0325 / 0.00691
No activity file was given, so power comes from the tool's default toggle rates.
